==> flow/design.v <==
module sdram #(parameter FREQ = 50000000) (
  input  logic clk,
  input  logic reset,
  input  logic        read,
  input  logic        write,
  input  logic [1:0]  wr_strb,
  input  logic [25:0] addr,   
  output logic        cmd_ready,
  input  logic [15:0] data_write,
  output logic [15:0] data_read,
  output logic        data_read_val,
  output logic        sdram_clk,
  output logic        sdram_cs,         
  output logic [1:0]  sdram_bank,       
  output logic [12:0] sdram_addr,       
  output logic        sdram_ras,        
  output logic        sdram_cas,        
  output logic        sdram_we,         
  input  logic [15:0] sdram_data_in,    
  output logic [15:0] sdram_data_out,   
  output logic        sdram_drive_data  
);
  localparam real tCK_ns = 1_000_000_000 / FREQ;
  localparam tRC_ns = 63;
  localparam tRFC_ns = 63;
  localparam tRCD_ns = 21;
  localparam tRP_ns = 21;
  localparam tRRD_ns = 14;
  localparam tMRD_ns = 14;
  localparam tRAS_min_ns = 42;
  localparam tWR_ns = 14;
  localparam tREFI_ns = 64_000_000 / 8192;
  localparam tPOD_ns = 200_000;
  localparam tCAS     = 2;   
  localparam tRC      = 16'(int'((tRC_ns + tCK_ns - 1) / tCK_ns) - 1);   
  localparam tRFC     = 16'(int'((tRFC_ns + tCK_ns - 1) / tCK_ns) - 1);   
  localparam tRCD     = 16'(int'((tRCD_ns + tCK_ns - 1) / tCK_ns) - 1);   
  localparam tRP      = 16'(int'((tRP_ns + tCK_ns - 1) / tCK_ns) - 1);   
  localparam tRRD     = 16'(int'((tRRD_ns + tCK_ns - 1) / tCK_ns) - 1);   
  localparam tRAS     = 16'(int'((tRAS_min_ns + tCK_ns - 1) / tCK_ns) - 1);   
  localparam tWR      = 16'(int'((tWR_ns + tCK_ns - 1) / tCK_ns) - 1);   
  localparam tREFI    = 16'(int'((tREFI_ns + tCK_ns - 1) / tCK_ns) - 1);   
  localparam tPOD     = 16'(int'((tPOD_ns + tCK_ns - 1) / tCK_ns) - 1);   
  localparam tMRD     = 16'(int'((tMRD_ns + tCK_ns - 1) / tCK_ns) - 1);   
  localparam BURST_LENGTH   = 3'b011;  
  localparam BURST_TYPE     = 1'b0;    
  localparam CAS_LATENCY    = 3'd2;    
  localparam TEST_MODE      = 2'b00;   
  localparam NO_WRITE_BURST = 1'b1;    
  localparam MODE = {3'b000, NO_WRITE_BURST, TEST_MODE, CAS_LATENCY, BURST_TYPE, BURST_LENGTH};
  enum logic [2:0] {
    CMD_NOP     = 3'b111,
    CMD_STOP    = 3'b110,
    CMD_ACTIVE  = 3'b011,
    CMD_READ    = 3'b101,
    CMD_WRITE   = 3'b100,
    CMD_PRECHG  = 3'b010,
    CMD_AUTOREF = 3'b001,
    CMD_MRS     = 3'b000
  } sdram_cmd;
  typedef enum {
    INIT_POWER,
    INIT_PRECHARGE0,
    INIT_PRECHARGE1,
    INIT_MODE0,
    INIT_MODE1,
    INIT_AUTOREF1,
    INIT_AUTOREF2,
    IDLE,
    ACTIVATE,   
    PRECHARGE,  
    READ,
    READ_BURST,
    WRITE,
    REFRESH_PRECHARGE0,  
    REFRESH_PRECHARGE1,  
    REFRESH0,  
    REFRESH1,  
    WAIT
  } state_t;
  state_t state, next_state, post_delay_state;
  logic        read_b;
  logic        write_b;
  logic [25:0] addr_b;
  logic [15:0] data_write_b;
  logic [1:0]  data_strb_b;
  logic        chip_addr, input_chip_addr;
  logic [1:0]  bank_addr, input_bank_addr;
  logic [12:0] row_addr, input_row_addr;
  logic [9:0]  col_addr, input_col_addr;
  logic        power_on_seq_complete;
  logic        cmd_complete;
  logic        udqm, ldqm;  
  logic [2:0]  burst_count, next_burst_count;
  logic [15:0] delay, wait_cycles;
  logic [7:0]  open_rows;
  logic [12:0] open_row_addrs [7:0];
  logic [tCAS-1:0] cas_shift_r; 
  logic [15:0] refresh_timer;
  logic        pending_refresh;
  assign cmd_ready = ((~read_b && ~write_b) || cmd_complete) && power_on_seq_complete;
  assign {udqm, ldqm} = data_strb_b;
  assign {chip_addr, bank_addr, row_addr, col_addr} = addr_b;
  assign {input_chip_addr, input_bank_addr, input_row_addr, input_col_addr} = addr;
  assign sdram_clk = clk;
  assign {sdram_ras, sdram_cas, sdram_we} = sdram_cmd;
  assign data_read = sdram_data_in;
  assign data_read_val = cas_shift_r[0];
  always_ff @(posedge clk) begin
    if (reset) begin
      read_b <= 0;
      write_b <= 0;
    end else if (cmd_ready) begin
      if (read || write) begin
        read_b <= read;
        write_b <= write;
      end else begin
        read_b <= 0;
        write_b <= 0;
      end
    end
    if (reset)
      power_on_seq_complete <= 0;
    else if (state == INIT_AUTOREF2)
      power_on_seq_complete <= 1;
    if (cmd_ready && (read || write)) begin
      addr_b <= addr;
      data_write_b <= data_write;
      data_strb_b <= wr_strb;
    end
  end
  always_ff @(posedge clk) begin
    if (reset) begin
      state <= INIT_POWER;
    end else begin
      if (delay != 0) begin
        wait_cycles <= delay - 1;
        post_delay_state <= next_state;
        state <= WAIT;
      end else if (state == WAIT) begin
        if (wait_cycles == 0)
          state <= post_delay_state;
        else
          wait_cycles <= wait_cycles - 1;
      end else begin
        state <= next_state;
      end
    end
    burst_count <= next_burst_count;
  end
  always_comb begin
    cmd_complete = 0;
    next_state = IDLE;
    next_burst_count = 0;
    delay = '0;
    sdram_cmd = CMD_NOP;
    sdram_cs = '0;
    sdram_bank = '0;
    sdram_addr = '0;
    sdram_drive_data = '0;
    sdram_data_out = '0;
    case (state)
      IDLE : begin
        if (pending_refresh)
          if (|open_rows)
            next_state = REFRESH_PRECHARGE0;
          else
            next_state = REFRESH0;
        else if (write_b || read_b)
          if (open_rows[{chip_addr,bank_addr}]) begin
            if (open_row_addrs[{chip_addr,bank_addr}] == row_addr) begin
              if (read_b)
                next_state = READ;
              else if (write_b)
                next_state = WRITE;
            end else begin
              next_state = PRECHARGE;
            end
          end else begin
            next_state = ACTIVATE;
          end
        else
          next_state = IDLE;
      end
      PRECHARGE : begin
        sdram_cmd = CMD_PRECHG;
        sdram_cs = chip_addr;
        sdram_bank = bank_addr;
        delay = tRP;
        next_state = ACTIVATE;
      end
      ACTIVATE : begin
        sdram_cmd = CMD_ACTIVE;
        sdram_cs = chip_addr;
        sdram_bank = bank_addr;
        sdram_addr = row_addr;
        delay = tRCD;
        if (read_b)
          next_state = READ;
        else if (write_b)
          next_state = WRITE;
      end
      READ : begin
        sdram_cmd = CMD_READ;
        sdram_cs = chip_addr;
        sdram_bank = bank_addr;
        sdram_addr = {3'b0,col_addr};
        next_state = READ_BURST;
        next_burst_count = 3'd6;
      end
      READ_BURST : begin
        if (burst_count != 0) begin
          next_burst_count = burst_count - 1;
          next_state = READ_BURST;
        end else begin
          cmd_complete = 1;
          if (pending_refresh)
            if (|open_rows)
              next_state = REFRESH_PRECHARGE0;
            else
              next_state = REFRESH0;
          else if (write || read)
            if (open_rows[{input_chip_addr,input_bank_addr}]) begin
              if (open_row_addrs[{input_chip_addr,input_bank_addr}] == input_row_addr) begin
                if (read)
                  next_state = READ;
                else if (write)  
                  next_state = WRITE;
              end else begin
                next_state = PRECHARGE;
              end
            end else begin
              next_state = ACTIVATE;
            end
          else
            next_state = IDLE;
        end
      end
      WRITE : begin
        sdram_cmd = CMD_WRITE;
        sdram_cs = chip_addr;
        sdram_bank = bank_addr;
        sdram_addr = {udqm,ldqm,1'b0,col_addr};
        sdram_data_out = data_write_b;
        sdram_drive_data = 1;
        cmd_complete = 1;
        if (pending_refresh)
          if (|open_rows)
            next_state = REFRESH_PRECHARGE0;
          else
            next_state = REFRESH0;
        else if (write || read)
          if (open_rows[{input_chip_addr,input_bank_addr}]) begin
            if (open_row_addrs[{input_chip_addr,input_bank_addr}] == input_row_addr) begin
              if (read)  
                next_state = READ;
              else if (write)
                next_state = WRITE;
            end else begin
              next_state = PRECHARGE;
            end
          end else begin
            next_state = ACTIVATE;
          end
        else
          next_state = IDLE;
      end
      REFRESH_PRECHARGE0 : begin
        sdram_cs = 0;
        sdram_cmd = CMD_PRECHG;
        sdram_addr[10] = 1'b1;  
        next_state = REFRESH_PRECHARGE1;
      end
      REFRESH_PRECHARGE1 : begin
        sdram_cs = 1;
        sdram_cmd = CMD_PRECHG;
        sdram_addr[10] = 1'b1;  
        delay = tRP-1;  
        next_state = REFRESH0;
      end
      REFRESH0 : begin
        sdram_cs = 0;
        sdram_cmd = CMD_AUTOREF;
        next_state = REFRESH1;
      end
      REFRESH1 : begin
        sdram_cs = 1;
        sdram_cmd = CMD_AUTOREF;
        delay = tRFC;
        next_state = IDLE;
      end
      INIT_POWER : begin
        delay = tPOD;
        next_state = INIT_PRECHARGE0;
      end
      INIT_PRECHARGE0 : begin
        sdram_cs = 0;
        sdram_cmd = CMD_PRECHG;
        sdram_addr[10] = 1'b1;  
        next_state = INIT_PRECHARGE1;
      end
      INIT_PRECHARGE1 : begin
        sdram_cs = 1;
        sdram_cmd = CMD_PRECHG;
        sdram_addr[10] = 1'b1;  
        delay = tRP;
        next_state = INIT_MODE0;
      end
      INIT_MODE0 : begin
        sdram_cs = 0;
        sdram_cmd = CMD_MRS;
        sdram_addr = MODE;
        next_state = INIT_MODE1;
      end
      INIT_MODE1 : begin
        sdram_cs = 1;
        sdram_cmd = CMD_MRS;
        sdram_addr = MODE;
        delay = tMRD;
        next_state = INIT_AUTOREF1;
      end
      INIT_AUTOREF1 : begin
        sdram_cmd = CMD_AUTOREF;
        delay = tRFC;
        next_state = INIT_AUTOREF2;
      end
      INIT_AUTOREF2 : begin
        sdram_cmd = CMD_AUTOREF;
        delay = tRFC;
        next_state = IDLE;
      end
    endcase
  end
  always_ff @(posedge clk) begin
    if (reset) begin
      cas_shift_r <= 0;
    end else begin
      cas_shift_r[tCAS-1] <= ((state == READ));
      for (int i = 0; i < tCAS-1; i++)
        cas_shift_r[i] <= cas_shift_r[i+1];
    end
  end
  always_ff @(posedge clk) begin
    if (reset) begin
      refresh_timer <= tREFI - 1;
      pending_refresh <= 0;
    end else begin
      if (refresh_timer == 0)
        refresh_timer <= tREFI - 1;
      else
        refresh_timer <= refresh_timer - 1;
      if (refresh_timer == 0)
        pending_refresh <= 1;
      else if (state == REFRESH1)
        pending_refresh <= 0;
    end
  end
  always_ff @(posedge clk) begin
    if (reset) begin
      open_rows <= '0;
    end else begin
      case (state)
        ACTIVATE : begin
          open_rows[{chip_addr,bank_addr}] <= 1'b1;
        end
        PRECHARGE : begin
          open_rows[{chip_addr,bank_addr}] <= '0;
        end
        REFRESH_PRECHARGE0 : begin
          open_rows[3:0] <= '0;  
        end
        REFRESH_PRECHARGE1 : begin
          open_rows[7:4] <= '0;  
        end
      endcase
    end
    if (state == ACTIVATE)
      open_row_addrs[{chip_addr,bank_addr}] <= row_addr;
  end
endmodule : sdram
==> flow/run.sh <==
#!/bin/bash
# OpenROAD 26Q1-2900-gdf79404cd8, Yosys 0.63+post, stock flow scripts
make -C /OpenROAD-flow-scripts/flow DESIGN_CONFIG=/design/flow/config.mk WORK_HOME=/design/flow/orfs finish
==> flow/config.mk <==
export PLATFORM = sky130hd
export DESIGN_NAME = sdram
export DESIGN_NICKNAME = sdram
export VERILOG_FILES = /design/flow/design.v
export SDC_FILE = /design/flow/constraint.sdc
export NUM_CORES = 4
export LEC_CHECK = 1
export CORE_UTILIZATION = 50
export SYNTH_HDL_FRONTEND = slang
==> flow/constraint.sdc <==
current_design sdram

set clk_period 6.8
set clk_io_pct 0.2

create_clock -name clk0 -period $clk_period [get_ports {clk}]

set non_clock_inputs [all_inputs -no_clocks]
set_input_delay [expr $clk_period * $clk_io_pct] -clock clk0 $non_clock_inputs
set_output_delay [expr $clk_period * $clk_io_pct] -clock clk0 [all_outputs]
==> impl_metrics.ini <==
; yosys + openroad results
[setup_path]
reg2reg_depth = 14
crit_required_ns = 5.44
crit_type = clk2out
slowest_delay_ns = 0.39
rrSetupSlack_ns = 1.82
start_kind = clock port
crit_end = sdram_clk
crit_path_end_kind = output pin
worst-path-max-fanout = 2
reg2reg_to = state[1]$_SDFFE_PP0P_
path_cells = clkbuf_16 -> clkbuf_16 -> clkdlybuf4s50_1
slowest_stage = clkdlybuf4s50_1
r2r-start = addr_b[23]$_DFFE_PP_
crit_start = clk
arrival_ns = 4.03
cpMostUsedCell = clkbuf_16

[global_route]
grt-ovfl-total = 0
grt_pass1_vias = 8059
antenna_found_initial = 0
grt_max_degree = 56
grt_use_met3_pct = 9.77
grtUsageTotal_pct = 28.4
grt_first_pass_wirelength_mm = 44.7
grtUsageMet1_pct = 43.4
top_usage_layer = met1
use_met2_pct = 41.8

[sta]
slew_headroom_pct = 40.2
setup_violations = 0
holdWs_ns = 0.446
hold_viol = 0
fin_worst_skew_ns = 0.00931
worstMarginPinSlew_ns = 0.893
final_max_slew_viol_count = 0
tns_ns = 0
rsz0062_at_grt = false

[clock_tree]
path_clk_slew_ns = 0.06
cts_tree = done
postCtsResizedCells = 0
clock_latency_ns = 0.63
hold_buffers = 0
post_cts_buffers = 0

[logic_synthesis]
yosys_area_um2 = 10900
edf_count = 169
syn_area_per_cell_um2 = 10.4
netlist-cell-type-count = 70
yosys_warnings = 0
synthFlopType = edfxtp_1
synth_seq_share_pct = 53.8
synthCells = 1047
async_flop_share_pct = 0
netlist_area_um2 = 10900
numSynthFlops = 207
yosysCellCount = 1047

[routing]
vias_per_cell = 6.04
antennaDiodeCount = 0
drtIter0Drc = 490
postRouteAntennaNets = 0
vias = 8376
wire_per_inst_um = 20.7
firstDrtPassIters = 7
drc = 0
wirelength_mm = 28.7

[placed_design]
gp_congestion = 0.895
place_hpwl_mm = 18.0
port_buffers = 86

[floorplanning]
die_area_um2 = 22300
coreArea_um2 = 21200
io-pin-count = 119
die_w_um = 149
fp_util_pct = 51.3
num_rows = 53
die_h_um = 149

[cells_and_area]
drive_above_1_share_pct = 8.81
fin_util_pct = 59.7
area_growth_pct = 16.4
nFillCells = 1731

[run_status]
status = finished, final reports clean

[power_and_ir_drop]
max-vdd-ir-drop_v = 0.000232
power_density_nw_per_um2 = 294
power.internal_w = 0.00264
switchingPower_w = 0.00107
clkPwrFrac_pct = 35.6
p_sw_share_pct = 28.7
power_leakage_nw = 4.26
p_seq_share_pct = 43.0
combPwrFrac_pct = 21.5

[flow_run]
warnings = 28
cap_violations = 0

[min_path]
hold_path.class = reg2reg
-- cell families after synthesis --
logic type | synth area share (%)
buffers and inverters | 4.69
and+or+nand+nor | 16.4
xor gates and xnor gates | 3.39
DFF | 53.8
muxes | 4.38
AOI/OAI and AO/OA | 16.9
adders and majority gates | 0.461
-- how the worst min path moves through the flow --
stage	start	to	slack [ns]	depth (start not counted)
final	refresh_timer[0]$_SDFF_PP0_	refresh_timer[0]$_SDFF_PP0_	0.45	1
after CTS	refresh_timer[0]$_SDFF_PP0_	refresh_timer[0]$_SDFF_PP0_	0.45	1
after global routing	cas_shift_r[1]$_SDFF_PP0_	cas_shift_r[0]$_SDFF_PP0_	0.46	1
-- state kept, by name, indices dropped and copies added (netlist names) --
signal	count
open_row_addrs	104
addr_b	26
data_write_b	16
refresh_timer	16
wait_cycles	16
open_rows	8
post_delay_state	5
state	5
burst_count	3
cas_shift_r	2
data_strb_b	2
pending_refresh	1
power_on_seq_complete	1
read_b	1
write_b	1
-- cell usage in the layout (no fill, tap or decap), types with 4 or more instances in the layout --
master	n
o31ai_1	4
nor2_1	78
clkdlybuf4s50_1	85
clkbuf_1	6
buf_4	26
clkinv_2	4
o21bai_1	4
and3_1	9
nor2b_1	8
a22o_1	8
or3_1	11
edfxtp_1	169
a311oi_1	36
mux4_2	13
nand3_1	20
xor2_1	15
nor4_1	10
ha_1	4
nand2b_1	12
xnor2_1	27
dfxtp_1	38
nor3_1	28
a31oi_1	7
clkbuf_16	26
mux2i_1	10
nand4_1	4
a2111oi_0	5
o21ai_0	38
a221o_1	7
o22ai_1	5
and2_1	21
mux2_1	4
nand2_1	170
a21oi_1	75
inv_1	15
a211oi_1	43
-- routing by layer --
layer	routed length (um)	share of wire, %	vias to the layer above
met3	2700	9.4	52
met2	13400	47	367
li1	-	-	3989
met4	658	2.3	0
met1	11900	42	3968
met5	0	0	-
-- through the flow --
stage / area, um2 / setup WS [ns] / instances / total power (W)
2_1_floorplan: 10900 / 1.94 / 1047 / 0.00215
3_3_place_gp: 11800 / 1.67 / 1342 / 0.00242
3_5_place_dp: 11800 / 1.67 / 1342 / 0.00242
4_1_cts: 12600 / 1.40 / 1387 / 0.00374
5_1_grt: 12600 / 1.40 / 1387 / 0.00390
6_report: 12600 / 1.41 / 1387 / 0.00371
-- critical path, delay by kind of cell --
kind	cells	cell delay [ns]
buf+inv	3	0.64
-- power by group through the flow --
stage                 combinational [W]  clock, W  sequential (W)
after CTS                      0.000802   0.00135         0.00159
after global routing           0.000898   0.00139         0.00161
final                          0.000797   0.00132         0.00159
-- cells in the mapped netlist, types with 17 or more instances --
| library cell | number | share of area (%) |
|---|---|---|
| nand2_1 | 170 | 5.9 |
| edfxtp_1 | 169 | 47 |
| nor2_1 | 79 | 2.7 |
| a21oi_1 | 75 | 3.5 |
| clkbuf_1 | 54 | 1.9 |
| a211oi_1 | 43 | 3.0 |
| dfxtp_1 | 38 | 7.0 |
| o21ai_0 | 38 | 1.8 |
| a311oi_1 | 36 | 2.9 |
| nor3_1 | 29 | 1.3 |
| xnor2_1 | 27 | 2.2 |
| and2_1 | 21 | 1.2 |
| nand3_1 | 20 | 0.92 |
| buf_4 | 17 | 1.2 |
-- final cells by class --
cell class              count  area [um2]  share of cell area (%)
clock buffers              35         711                    5.63
clock inverters            11         111                   0.882
inverters                  16        60.1                   0.476
multi-input cells         732        4530                    35.8
flip-flops and latches    207        5840                    46.2
well taps                 275         344                    2.72
repair buffers            111        1040                    8.24
Power is estimated from default activity; no workload was simulated.
